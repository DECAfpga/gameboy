<file path="flow/config.mk">
export PLATFORM = sky130hd
export DESIGN_NAME = lcd
export DESIGN_NICKNAME = lcd
export VERILOG_FILES = /design/flow/design.v
export SDC_FILE = /design/flow/constraint.sdc
export NUM_CORES = 4
export LEC_CHECK = 1
export CORE_UTILIZATION = 40
export SYNTH_MEMORY_MAX_BITS = 65536
</file>
<file path="flow/run.sh">
#!/bin/bash
# OpenROAD 26Q1-2900-gdf79404cd8, Yosys 0.63+post, stock flow scripts
make -C /OpenROAD-flow-scripts/flow DESIGN_CONFIG=/design/flow/config.mk WORK_HOME=/design/flow/orfs finish
</file>
<file path="flow/design.v">
module lcd (
	input   clk,
	input   clk4_en,
	input   clkena,
	input [14:0] data,
	input [1:0] mode,
	input  isGBC,
	input tint,
	input  pclk_en,
	input  on,
	output reg	hs,
	output reg 	vs,
	output [5:0] r,
	output [5:0] g,
	output [5:0] b,
	output vga_blank
);
reg [8:0] shift_reg_wptr;
reg p_toggle;
reg [14:0] shift_reg [511:0];
reg [1:0] last_mode_in;
always @(posedge clk) begin
	if(clk4_en) begin
		if(clkena) begin
			shift_reg[shift_reg_wptr] <= data;
			shift_reg_wptr <= {p_toggle, shift_reg_wptr[7:0] + 1'd1};
		end
	end
	last_mode_in <= mode;
	if((mode != 2'b00) && (last_mode_in == 2'b00)) begin
		shift_reg_wptr <= {!p_toggle, 8'd0};
		p_toggle <= !p_toggle;
	end
end
parameter H   = 160;     
parameter HFP = 18;      
parameter HS  = 20;      
parameter HBP = 30;      
parameter V   = 576;     
parameter VFP = 2;       
parameter VS  = 2;       
parameter VBP = 36;      
reg[7:0] h_cnt;          
reg[9:0] v_cnt;          
reg [1:0] last_mode_h;
always@(posedge clk) begin
  if (pclk_en) begin
	last_mode_h <= mode;
	if(h_cnt==H+HFP+HS+HBP-1)   h_cnt <= 0;
	else                        h_cnt <= h_cnt + 1'd1;
	if(h_cnt == H+HFP)    hs <= 1'b0;
	if(h_cnt == H+HFP+HS) hs <= 1'b1;
	if((mode == 2'b10) && (last_mode_h == 2'b00))
		h_cnt <= 0;
  end
end
reg [1:0] last_mode_v;
always@(posedge clk) begin
  if (pclk_en) begin
	if(h_cnt == H+HFP+HS+HBP-1) begin
		if(v_cnt==VS+VFP+V+VBP-1)  v_cnt <= 0; 
		else							   v_cnt <= v_cnt + 1'd1;
		if(v_cnt == V+VFP)    vs <= 1'b1;
		if(v_cnt == V+VFP+VS) vs <= 1'b0;
		last_mode_v <= mode;
		if((mode != 2'b01) && (last_mode_v == 2'b01))
			v_cnt <= 10'd616-10'd4;
	end
  end
end
reg blank;
reg [14:0] pixel_reg;
reg [8:0] shift_reg_rptr;
always@(posedge clk) begin
  if (pclk_en) begin
	if((v_cnt < V) && (h_cnt < H)) begin
		blank <= 1'b0;
		pixel_reg <= shift_reg[shift_reg_rptr];
		shift_reg_rptr <= {!p_toggle, shift_reg_rptr[7:0] + 1'd1};
	end else begin
		blank <= 1'b1;
		shift_reg_rptr <= {!p_toggle, 8'd0};
	end
  end
end
wire [14:0] pixel = on?pixel_reg:15'd0;
wire [5:0] yellow_r = (pixel==0)?6'b100111:(pixel==1)?6'b100000:   
		     (pixel==2)?6'b001100:6'b000111;
wire [5:0] yellow_g = (pixel==0)?6'b101111:(pixel==1)?6'b101000:   
		     (pixel==2)?6'b011001:6'b000100;
wire [5:0] yellow_b = (pixel==0)?6'b000100:(pixel==1)?6'b000010:   
		     (pixel==2)?6'b001100:6'b000100;
wire [5:0] grey = (pixel==0)?6'd63:(pixel==1)?6'd42:(pixel==2)?6'd24:6'd0;
assign r = blank?6'b000000:isGBC ? {pixel_reg [4: 0], 1'b0} : (tint?yellow_r:grey);
assign g = blank?6'b000000:isGBC ? {pixel_reg [9: 5], 1'b0} : (tint?yellow_g:grey);
assign b = blank?6'b000000:isGBC ? {pixel_reg[14:10], 1'b0} : (tint?yellow_b:grey);
assign vga_blank = blank;
endmodule
</file>
<file path="flow/constraint.sdc">
current_design lcd

set clk_period 1341.8
set clk_io_pct 0.2

create_clock -name clk0 -period $clk_period [get_ports {clk}]

set non_clock_inputs [all_inputs -no_clocks]
set_input_delay [expr $clk_period * $clk_io_pct] -clock clk0 $non_clock_inputs
set_output_delay [expr $clk_period * $clk_io_pct] -clock clk0 [all_outputs]
</file>
==> flow_summary.json <==
{
  "clock-sinks": 7741,
  "grt_start_max_net_pins": 119,
  "area_growth_pct": 14.0,
  "ys_area_mm2": 0.298,
  "grt_pass1_vias": 161000,
  "crit_path_max_fanout": 28,
  "setup_tns_ps": 0,
  "startpoint": "isGBC",
  "place.gp.congestion": 0.947,
  "cts_hold_repair.buffers": 0,
  "ios": 45,
  "drc": 0,
  "ys.flop_type": "edfxtp_1",
  "clock_skew_ps": 90.1,
  "worst_pin_slew_ps": 1320,
  "placed_area_mm2": 0.316,
  "insertion_delay_ps": 1200,
  "dieHeight_um": 866,
  "power_per_cell_area_mw_per_mm2": 1.49,
  "worst_ep_arrival_time_ps": 270610,
  "initial_utilization": 0.402,
  "violations": "antenna rules",
  "postSynthCellCount": 13600,
  "fin_crit_ps": 538970,
  "die_x_um": 866,
  "largest_register_ffs": 7680,
  "dp.cells": 23800,
  "top_cells_by_count": "edfxtp_1, mux4_2, mux2i_1",
  "instances_no_fill": 25400,
  "antenna_found_initial": 77,
  "yosysTopAreaCell": "edfxtp_1",
  "cts_tree": "done",
  "fillCellCount": 60200,
  "dr.pass1.iters": 6,
  "dp_hpwl_mm": 569,
  "routed_wl_mm": 915,
  "via_per_inst": 5.85,
  "grt_pass1_wl_mm": 1270,
  "num_vias": 149000,
  "hp-class": "flop to flop",
  "cts_buffers": 772,
  "tool_warnings": 75,
  "first_iter_violations": 11000,
  "async_reset_ff_frac": 0,
  "final_util": 0.459,
  "rr_startpoint": "shift_reg_rptr[0]$_SDFFCE_PN0P_",
  "cp.required_ps": 1073440,
  "status": "complete, but fails checks",
  "synth_area_mm2": 0.298,
  "min_from": "shift_reg_wptr[1]$_SDFFE_PP0P_",
  "final_hold_viol_count": 0,
  "io_buffer_count": 44,
  "final_layout_size_suffix_gt1_frac": 0.263,
  "top_area_frac": 0.778,
  "finalSetupViolCount": 0,
  "ys_seq_share": 0.778,
  "post_cts_buffers": 0,
  "comb_area_mm2": 0.0617,
  "rsz0062_at_grt": "no",
  "critPathCaptureType": "primary output",
  "maxCapViolCount": 0,
  "synth.avg_cell_area_um2": 21.9,
  "synth_stat.cells": 13600,
  "cts.htree.levels": 6,
  "cts_resized": 0,
  "ys_warn_count": 1,
  "cellLeakagePower_nw": 106,
  "dieArea_mm2": 0.750,
  "timing.final.crit_share": 0.402,
  "cts.clk_slew.worst_paths_ps": 60,
  "yosys.cell_count.top_type": "edfxtp_1",
  "rows": 316,
  "ant_nets": 2,
  "design_area_mm2": 0.340,
  "cts-root-buf": "clkbuf_16",
  "ys_ff": 7741,
  "top_cells_by_area": "edfxtp_1, mux4_2, mux2i_1",
  "wl_per_cell_um": 36.1,
  "ys_types": 86,
  "max_freq_ghz": 0.00186,
  "core_mm2": 0.742,
  "ir_drop_mv": 0.00138,
  "path_class": "primary input to primary output",
  "slew_violations": 0,
  "regArea_mm2": 0.232,
  "crit_path_start_kind": "primary input",
  "overflow": 0,
  "clock_path_buffers": 4,
  "edf_count": 7731,
  "grt_use_total": 0.269,
  "relSlewSlack": 0.117
}
[layout make-up]
| class | count | area share |
|---|---|---|
| Sequential cell | 7741 | 0.683 |
| Antenna cell | 125 | 0.000919 |
| Timing Repair Buffer | 1194 | 0.0280 |
| Tap cell | 9858 | 0.0362 |
| Multi-Input combinational cell | 5007 | 0.181 |
| Clock buffer | 979 | 0.0596 |
| Clock inverter | 435 | 0.0109 |
| Inverter | 31 | 0.000423 |
[worst max-delay path, stage by stage]
cell             delay [ps]
clkdlybuf4s50_1        1030
nor3_1                  120
a21oi_1                 170
o2bb2ai_1               100
a221oi_1                300
clkdlybuf4s50_1         530
[final timing paths]
| check | endpoint | cells past startpoint | slack (ps) |
|---|---|---|---|
| max reg2reg | pixel_reg[11]$_DFFE_PP_ | 14 | 1334100 |
| max | r[1] | 6 | 802830 |
| min reg2reg | shift_reg_wptr[1]$_SDFFE_PP0P_ | 2 | 550 |
| min | shift_reg_wptr[1]$_SDFFE_PP0P_ | 2 | 550 |
[through the flow]
stage               power (W)  hold slack (ps)  setup WS (ps)
floorplan            0.000287              490         804340
global placement     0.000303              518         802620
detailed placement   0.000304              532         802870
CTS                  0.000508              540         802870
global route         0.000519              570         802690
finish               0.000506              554         802830
[layout by cell type (no fill, tap or decap), drive strengths merged, types with 12 or more instances in the layout]
master,n
nand2b,16
diode,125
bufinv,40
clkinv,360
and2,17
nor2b,32
clkbuf,979
a221o,23
xor2,14
o22ai,108
nand2,284
nor2,653
o211ai,25
o21ai,138
a31oi,30
a22o,56
clkdlybuf4s50,28
a221oi,146
nand3,52
o221ai,94
and3,14
nor4,17
a211o,18
inv,58
edfxtp,7731
mux2,32
nand4,20
mux4,1739
mux2i,688
a2111oi,18
a21oi,255
a211oi,66
nor3,49
xnor2,12
a22oi,210
buf,1166
[kinds of logic (layout without fill, tap and decap cells)]
logic type,Yosys count,in the layout,share of synthesized area
flip-flops,7741,7741,0.778
multiplexers,2459,2459,0.155
AND/OR/NAND/NOR,1208,1208,0.0173
XOR/XNOR,26,26,0.000763
buffers and inverters,860,2639,0.0165
other,0,125,0
AND-OR/OR-AND,1304,1304,0.0310
adder cells (fa/ha/maj),10,10,0.000419
[where the power goes]
part	switching, W	internal, W
sequential	0.000000189	0.000266
combinational	0.0000227	0.0000100
clock	0.0000918	0.000115
total	0.000115	0.000391
[layer usage]
| layer | vias to the layer above | wire length, um | track usage |
|---|---|---|---|
| met5 | - | 4930 | 0.0591 |
| met4 | 140 | 53200 | 0.117 |
| met3 | 1949 | 193000 | 0.251 |
| met2 | 10900 | 403000 | 0.362 |
| met1 | 75400 | 262000 | 0.286 |
| li1 | 60100 | - | - |
Power figures rest on the tool's default switching activity, not on a simulated workload.
